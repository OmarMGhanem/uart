[flow/design.v]
module UART_RX(
input IRX,
input IEN,
input ISCLK,
output reg[7:0] RXDATA=8'h00,
output ORX_BUSY
);
reg[1:0] CSTATE =2'b00 ;
parameter STATE_IDLE = 2'b00;
parameter STATE_START= 2'b01;
parameter STATE_DATA = 2'b10;
parameter STATE_STOP = 2'b11;
reg[3:0] SCOUNTER=4'b0000;
reg[2:0] BITCOUNTER = 3'b000;
always@(posedge ISCLK)
begin
case(CSTATE)
STATE_IDLE: begin
			if(IEN &&(IRX==0)&&(SCOUNTER==0)) begin
				 CSTATE <= STATE_START ; 	
			         end else 
					begin CSTATE<= STATE_IDLE ; SCOUNTER=0;BITCOUNTER=0; end
	 end
STATE_START: begin
			if(SCOUNTER < 4'b0110)begin
			SCOUNTER = SCOUNTER + 1'b1 ; 
			CSTATE <= STATE_START;
			end else if(SCOUNTER ==4'b0110 ) begin
					CSTATE<= STATE_DATA ;
					SCOUNTER = 0 ; 	
				 end 
	 end
STATE_DATA: begin
			if(SCOUNTER <= 4'b1111 &&BITCOUNTER <= 3'b111)begin
				if(SCOUNTER == 4'b1111)begin
					RXDATA[BITCOUNTER]<=IRX ;	
					BITCOUNTER = BITCOUNTER +1 ; 
					SCOUNTER = 0;
					end
					SCOUNTER = SCOUNTER+1 ;
				end 
						else if (BITCOUNTER > 3'b111) begin 
								CSTATE <= STATE_STOP ; 
								SCOUNTER = 0 ;	
								BITCOUNTER = 0 ;
							end
end
STATE_STOP: begin 
if (SCOUNTER==4'b1111 && IRX == 1)begin 
	CSTATE<= STATE_IDLE ;
	SCOUNTER =0 ; BITCOUNTER =0;
end 
else begin SCOUNTER = SCOUNTER +1 ; end
end
endcase
end
endmodule 
[flow/run.sh]
#!/bin/bash
# OpenROAD 26Q1-2900-gdf79404cd8, Yosys 0.63+post, stock flow scripts
make -C /OpenROAD-flow-scripts/flow DESIGN_CONFIG=/design/flow/config.mk WORK_HOME=/design/flow/orfs finish
[flow/config.mk]
export PLATFORM = sky130hd
export DESIGN_NAME = UART_RX
export DESIGN_NICKNAME = UART_RX
export VERILOG_FILES = /design/flow/design.v
export SDC_FILE = /design/flow/constraint.sdc
export NUM_CORES = 4
export LEC_CHECK = 1
export CORE_AREA = 10 10 102 102
export DIE_AREA = 0 0 112 112
[flow/constraint.sdc]
current_design UART_RX

set clk_period 1.9
set clk_io_pct 0.2

create_clock -name clk0 -period $clk_period [get_ports {ISCLK}]

set non_clock_inputs [all_inputs -no_clocks]
set_input_delay [expr $clk_period * $clk_io_pct] -clock clk0 $non_clock_inputs
set_output_delay [expr $clk_period * $clk_io_pct] -clock clk0 [all_outputs]
==> impl_metrics.env <==
# source this file to load flow results
export IMPL_yosysWarnings=2
export IMPL_cts_htree_levels=1
export IMPL_register_area_um2=510.5
export IMPL_crit_fanout=4
export IMPL_antenna_found_initial=0
export IMPL_drtAntennaViolNets=0
export IMPL_final_cell_mix="edfxtp_1 (17), buf_4 (11), nand2_1 (10), clkdlybuf4s50_1 (10)"
export IMPL_critPathMaxStageDelay_ps=440
export IMPL_dr_pass1_iters=4
export IMPL_die_area_um2=12540
export IMPL_drive_gt1_share_pct=18.03
export IMPL_clk_latency_ps=250
export IMPL_cts_sinks=17
export IMPL_path_clk_slew_ps=70
export IMPL_fill_cells=887
export IMPL_pre_cts_slack_ps=58.12
export IMPL_slew_violations=0
export IMPL_hold_viol_final=0
export IMPL_fin_crit_ps=1809
export IMPL_grt_usage_pct=3.481
export IMPL_drv_cap=0
export IMPL_grt_pass1_vias=764
export IMPL_ys_chip_area_um2=1070
export IMPL_cts_hold_fix_buffers=0
export IMPL_clock_path_buffers=2
export IMPL_cts_root_buf="clkbuf_8"
export IMPL_cts_buffers=3
export IMPL_fp_util_pct=13.02
export IMPL_area_delta_synth_final_pct=33.68
export IMPL_die_h_um=112
export IMPL_setup_viol=0
export IMPL_layout_setup_ws_ps=90.69
export IMPL_rsz0062_at_grt="true"
export IMPL_powerDensity_nw_per_um2=1393
export IMPL_hp_class="reg2reg"
export IMPL_syn_area_um2=1070
export IMPL_wl_mm=2.219
export IMPL_final_area_um2=1430
export IMPL_core_area_um2=8217
export IMPL_peakVddDrop_mv=0.4724
export IMPL_startpoint_type="register"
export IMPL_worstPathArrival_ps=1780
export IMPL_io_buffers=10
export IMPL_drc_errors=0
export IMPL_gp_congestion=0.8411
export IMPL_criticalPathCategory="reg2reg"
export IMPL_crit_buf_inv=0
export IMPL_syn_avg_cell_area_um2=10.81
export IMPL_crit_chain="ha_2 > ha_1 > nand4b_1 > nand3_1 > and4_2"
export IMPL_endpoint_kind="register"
export IMPL_cpMaxStageDelayCell="edfxtp_1"
export IMPL_dp_hpwl_mm=1.705
export IMPL_cp_data_required_time_ps=1870
export IMPL_fin_skew_ps=6.454
export IMPL_via_per_inst=3.458
export IMPL_combGateArea_um2=533.0
export IMPL_grt_max_degree=11
export IMPL_fin_cells=227
export IMPL_whs_ps=566.3
export IMPL_rows=33
export IMPL_via_count=785
export IMPL_min_period_over_period_pct=95.23
export IMPL_wl_per_cell_um=9.775
export IMPL_grt_overflow_total=0
export IMPL_io_pins=12
export IMPL_ys_cells=99
export IMPL_ys_seq_share_pct=47.72
export IMPL_grt_pass1_wl_mm=3.657
export IMPL_power_total_mw=1.992
export IMPL_status="finished, final reports clean"
export IMPL_placed_area_um2=1356
export IMPL_cts_tree="built"
export IMPL_cp_top_family="simple AND/OR/NAND/NOR gates"
export IMPL_place_inst=221
export IMPL_ys_ff=17
export IMPL_p_leak_nw=0.5191
export IMPL_drtIter0Drc=32
export IMPL_fmax_mhz=552.7
export IMPL_insertedDiodeCount=0
export IMPL_tool_warnings=31
export IMPL_fp_dieW_um=112
export IMPL_syn_inst=99
export IMPL_final_common_cell="edfxtp_1"
export IMPL_synth_lib_cells_used_distinct=32
==> power breakdown <==
| part | total (mW) | internal, mW | switching [mW] |
|---|---|---|---|
| Sequential | 0.711 | 0.578 | 0.133 |
| Clock | 0.268 | 0.145 | 0.123 |
| Combinational | 1.01 | 0.486 | 0.527 |
==> per-layer routing <==
layer,part of all wire (%),up-vias,GRT usage (%)
met1,53,362,5.223
li1,-,405,-
met4,0.50,0,0.2538
met5,0,-,0
met3,9.0,2,1.900
met2,38,16,4.390
==> Yosys cell counts <==
| cell type | instances | area (um2) |
|---|---|---|
| ha_1 | 8 | 100.1 |
| nand4b_1 | 1 | 8.760 |
| xnor2_1 | 2 | 17.52 |
| and2_1 | 3 | 18.77 |
| nor4b_1 | 1 | 8.760 |
| buf_4 | 1 | 7.510 |
| conb_1 | 1 | 3.750 |
| nand3b_1 | 4 | 30.03 |
| a21oi_1 | 3 | 15.01 |
| nor3b_1 | 1 | 7.510 |
| nor3_1 | 2 | 10.01 |
| nor4_1 | 1 | 6.260 |
| a32oi_1 | 1 | 8.760 |
| xor2_1 | 2 | 17.52 |
| a22o_1 | 3 | 26.28 |
| o22ai_1 | 1 | 6.260 |
| edfxtp_1 | 17 | 510.5 |
| buf_2 | 1 | 5.000 |
| a31oi_1 | 1 | 6.260 |
| nand3_2 | 1 | 10.01 |
| mux2_1 | 2 | 22.52 |
| and3_1 | 3 | 18.77 |
| nor2_1 | 5 | 18.77 |
| o2bb2ai_1 | 4 | 35.03 |
| nand3_1 | 6 | 30.03 |
| nand2b_1 | 3 | 18.77 |
| xor2_2 | 1 | 16.27 |
| inv_1 | 7 | 26.28 |
| and4_1 | 1 | 8.760 |
| nor2b_1 | 1 | 6.260 |
| nand2_1 | 10 | 37.54 |
| nand4_1 | 1 | 6.260 |
==> worst paths after layout <==
path	startpoint	endpoint	slack, ps	cells after the start
hold reg to reg	RXDATA[4]	RXDATA[4]	570	1
hold / removal	RXDATA[4]	RXDATA[4]	570	1
setup reg to reg	BITCOUNTER[0]	BITCOUNTER[0]	90	5
setup / recovery	BITCOUNTER[0]	BITCOUNTER[0]	90	5
==> repair_timing <==
| action | in CTS | in global routing |
|---|---|---|
| setup endpoints to repair | 0 | 13 |
| buffers inserted | 0 | 2 |
| resized | 0 | 5 |
==> through the flow <==
step	TNS, ps	utilization [%]
final	0	17.41
after global placement	0	16.51
after CTS	0	17.07
after global routing	-26.55	17.41
after detailed placement	0	16.51
after floorplan	0	-
==> final cells by class <==
class	count	share of cell area, %
Sequential cell	17	35.70
Clock inverter	1	0.3500
Timing Repair Buffer	21	12.77
Tap cell	105	9.186
Inverter	7	1.837
Multi-Input combinational cell	73	37.27
Clock buffer	3	2.887
==> flip-flops by register name, indices dropped and copies added, names as in the netlist, named ones only <==
register,count
SCOUNTER,4
CSTATE,1
RXDATA,8
BITCOUNTER,3
==> cell families after synthesis <==
kind of cell | share of synthesized area (%)
other | 0.3505
XOR/XNOR | 4.796
AND-OR/OR-AND | 9.123
adder cells (fa/ha/maj) | 9.357
buffers and inverters | 3.626
AND/OR/NAND/NOR | 22.93
multiplexers | 2.105
flip-flops | 47.72
No activity file was given, so power comes from the tool's default toggle rates.
