`flow/config.mk`:
```
export PLATFORM = sky130hd
export DESIGN_NAME = BAUDGEN
export DESIGN_NICKNAME = BAUDGEN
export VERILOG_FILES = /design/flow/design.v
export SDC_FILE = /design/flow/constraint.sdc
export NUM_CORES = 4
export LEC_CHECK = 1
export CORE_UTILIZATION = 40
```
`flow/design.v`:
```
module BAUDGEN(
input CLK,
input[1:0] BD_RATE,
output wire BDCLK,
output wire BDSAM 
);
parameter BD0=2'b00,BD1=2'b01,BD2=2'b10,BD3=2'b11 ;  
integer BDAFAC = 0,BDFAC=0 ;
integer TXSIZE,RXSIZE;
reg[31:0] RX_C=0;
reg[31:0] TX_C =0;  
assign BDCLK =(TX_C==0);
assign BDSAM =(RX_C==0);
always@(posedge CLK)
begin
	case(BD_RATE)
	BD0:begin BDAFAC=50000000/(1200*16) ;
			BDFAC=50000000/(1200);
end
	BD1:begin BDAFAC=50000000/(2400*16) ;
			BDFAC=50000000/(2400);
end
	BD2:begin BDAFAC=50000000/(4800*16) ;
			BDFAC=50000000/(4800);
end
	BD3:begin BDAFAC=50000000/(9600*16) ;	
			BDFAC=50000000/(9600);
end
	endcase
end
always@(posedge CLK)
begin
if(TX_C==BDFAC)
	TX_C <= 6'd0 ;
else
	TX_C <= TX_C + 6'd1 ;
end
always@(posedge CLK)
begin
if(RX_C==BDAFAC)
	RX_C <= 6'd0 ;
else
	RX_C <= RX_C + 6'd1 ;
end
endmodule
```
`flow/constraint.sdc`:
```
current_design BAUDGEN

set clk_period 4.4
set clk_io_pct 0.2

create_clock -name clk0 -period $clk_period [get_ports {CLK}]

set non_clock_inputs [all_inputs -no_clocks]
set_input_delay [expr $clk_period * $clk_io_pct] -clock clk0 $non_clock_inputs
set_output_delay [expr $clk_period * $clk_io_pct] -clock clk0 [all_outputs]
```
`flow/run.sh`:
```
#!/bin/bash
# OpenROAD 26Q1-2900-gdf79404cd8, Yosys 0.63+post, stock flow scripts
make -C /OpenROAD-flow-scripts/flow DESIGN_CONFIG=/design/flow/config.mk WORK_HOME=/design/flow/orfs finish
```
==> datasheet_impl.txt <==
Implementation parameters

Parameter                              Value

Outcome
  Status .................. completed

Route
  Drt initial violations .................. 132
  WL met3 .................. 202 um
  Number of vias after detailed routing .................. 2,636
  Drc violations .................. 0
  Remaining number of nets flagged by the antenna check after routing .................. 0
  Total length of routed met2 wires .................. 2.82 mm
  Number of antenna cells inserted .................. 0
  WL met1 .................. 3.52 mm
  Pre-antenna DRT Iters .................. 4
  Highest routed layer .................. met4
  Routed length per placed instance .................. 13.6 um
  Total Routed Length .................. 6.63 mm
  Post-detailed-route via-to-cell ratio .................. 5.40

Critical path
  Flop2flop setup slack .................. 2250 ps
  Required @ worst endpoint .................. 3520 ps
  Worst path cell trace .................. nor4_1 > nand3_1 > nor4_1 > clkdlybuf4s50_1
  Path type of the worst setup path .................. reg2out
  Worst endpoint data arrival time .................. 2100 ps
  Sort of element at the start of the critical path .................. flop
  Dominant cell type by count on the critical path .................. sky130_fd_sc_hd__nor4_1
  Crit path buffers/inverters .................. 1
  Worst Path Max Fanout .................. 4
  CP top delay family .................. simple AND/OR/NAND/NOR gates
  Maximum single-stage delay on the critical path .................. 520 ps
  Worst reg-to-reg path cell count .................. 5
  Endpoint kind of the worst setup timing path .................. output port
  End of the worst register-to-register path .................. TX_C[14]
  R2r startpoint .................. TX_C[0]
  Worst path slowest cell .................. sky130_fd_sc_hd__clkdlybuf4s50_1

Logic synthesis
  Register bit count reported by yosys .................. 73
  Post-synthesis sequential area ratio .................. 42.0%
  Synthesized area divided by synthesized cell count .................. 9.15 um2
  Synthesized cell area .................. 3480 um2
  Distinct cells, synth .................. 37
  Post-synthesis cell count from yosys .................. 380
  Yosys synthesis chip area .................. 3480 um2
  Post-Synthesis Cells .................. 380
  Count of warnings emitted by yosys .................. 1

Pwr
  Flop pwr share .................. 52.3%
  Leak Pwr .................. 1.47 nW
  Power density over the cells .................. 402 nW/um2
  Clock share of power .................. 38.6%
  Switching share of power .................. 26.0%
  Largest vdd supply drop .................. 0.213 mV
  Internal power .................. 1.13 mW
  Switching power summed over all nets .................. 397 uW
  Part of the power in combinational logic .................. 9.0%
  Total power consumption of the routed design .................. 1.53 mW

Global route
  Initial antenna violation count .................. 0
  Overflow after GRT .................. 0
  Maximum number of pins on one net before global-route repair .................. 17
  Total routing usage reported by global routing .................. 16.7%
  Global-route wire length before repair .................. 11.8 mm
  Via count of the first global-routing pass .................. 2,427

CTS
  Buffer depth of the longest clock path .................. 2
  Count of hold buffers inserted by post-cts repair .................. 0
  Number of gates resized after cts .................. 0
  Root buf cell .................. sky130_fd_sc_hd__clkbuf_8
  Number of buffers inserted during clock tree synthesis .................. 9
  TritonCTS clock tree .................. done
  CTS clk-pin slew, worst paths .................. 80 ps
  TritonCTS Sinks .................. 73
  Clock latency of the later-clocked register in the worst-skew pair .................. 340 ps
  CTS H-Tree Depth .................. 3
  Buffers inserted during post-CTS setup optimization .................. 0

Timing
  Worst-margin pin slew .................. 643 ps
  Headroom to the max-slew limit .................. 57.0%
  Number of hold-slack violations in the final timing report .................. 0
  Largest clock skew in the final design .................. 7.56 ps
  Final setup viols .................. 0
  Final count of pins violating max slew .................. 0
  Unrepaired setup endpoints after global routing .................. false
  Period Utilization, post-route .................. 67.7%
  Final Critical Period .................. 2980 ps
  Fin Setup TNS .................. 0 ps
  FMAX .................. 0.336 GHz

Finish
  Area growth, synth to finish .................. 9.24%
  Share of layout cells above drive strength 1 .................. 7.05%

Worst hold path
  Count of cells along the worst hold path .................. 1
  End of the worst hold path .................. TX_C[31]
  Class of the most critical hold timing path .................. reg2reg
  Startpoint of the lowest-slack hold path .................. TX_C[31]

Flow run
  Count of max-cap constraint violations .................. 0
  Tool warning count .................. 31

Floorplanning
  # IOs .................. 5
  Die outline height .................. 95.3 um
  Total die size .................. 9070 um2
  Floorplan row count .................. 33
  Die Wd .................. 95.3 um
  Floorplan Core Area .................. 8300 um2
  Effective utilization at floorplan .................. 41.9%

Placement
  GP Congestion .................. 0.805
  IO buf count .................. 4
  Dpl hpwl .................. 4.56 mm
-- power groups by stage --
stage	logic [mW]	registers [mW]	clock network (mW)
after CTS	0.139	0.797	0.607
after global routing	0.161	0.811	0.635
final	0.138	0.800	0.590
-- worst max-delay path by stage --
| stage | startpoint | to | slack (ps) | cells past startpoint |
|---|---|---|---|---|
| after CTS | RX_C[26] | BDSAM | 1400 | 4 |
| after global routing | RX_C[0] | BDSAM | 1230 | 6 |
| final | RX_C[26] | BDSAM | 1420 | 4 |
-- state kept, by name, summed over array words and instances, names as in the netlist --
register and cells:
TX_C 32, BDAFAC 9, RX_C 32
-- cell usage in the layout (no fill, tap or decap), drive strengths merged --
cell type and n:
o31ai 1, bufinv 2, clkdlybuf4s50 4, a2111oi 1, and3 10, a21oi 24, nor3 13, a21boi 2
clkinvlp 1, a22oi 3, nor4 26, nand2 19, clkbuf 11, xor2 40, o21ai 2, nand3 29
ha 9, clkinv 2, dfxtp 73, or3 7, or4 4, nand4 23, nand4b 1, o22ai 1
or2 2, xnor2 31, inv 13, buf 4, nand2b 1, nor2 13, and4 7, a222oi 1
and2 1, nor4b 2
-- metrics by stage --
step	area, um2	instances	setup WS [ps]	hold slack [ps]	utilization, %
after detailed placement	3570	472	1790	447	43.0
after global routing	3800	488	1230	496	45.8
after global placement	3570	472	1810	459	43.0
final	3800	488	1420	463	45.8
after floorplan	3480	380	2470	432	-
after CTS	3800	488	1400	463	45.8
-- synth_stat cells --
| library cell | number | area share (%) |
|---|---|---|
| sky130_fd_sc_hd__nand2b_1 | 1 | 0.18 |
| sky130_fd_sc_hd__a2111oi_2 | 1 | 0.43 |
| sky130_fd_sc_hd__dfxtp_1 | 73 | 42 |
| sky130_fd_sc_hd__nor4_2 | 1 | 0.36 |
| sky130_fd_sc_hd__inv_1 | 13 | 1.4 |
| sky130_fd_sc_hd__and2_1 | 1 | 0.18 |
| sky130_fd_sc_hd__or4_1 | 4 | 0.86 |
| sky130_fd_sc_hd__buf_6 | 2 | 0.65 |
| sky130_fd_sc_hd__nand4_2 | 1 | 0.36 |
| sky130_fd_sc_hd__o21ai_0 | 2 | 0.29 |
| sky130_fd_sc_hd__xor2_1 | 40 | 10 |
| sky130_fd_sc_hd__or3_1 | 7 | 1.3 |
| sky130_fd_sc_hd__or2_2 | 2 | 0.36 |
| sky130_fd_sc_hd__a21oi_1 | 24 | 3.5 |
| sky130_fd_sc_hd__clkbuf_2 | 2 | 0.29 |
| sky130_fd_sc_hd__buf_2 | 7 | 1.0 |
| sky130_fd_sc_hd__xnor2_1 | 31 | 7.8 |
| sky130_fd_sc_hd__a22oi_1 | 3 | 0.65 |
| sky130_fd_sc_hd__nand4_1 | 22 | 4.0 |
| sky130_fd_sc_hd__nand3_2 | 1 | 0.29 |
| sky130_fd_sc_hd__nor4b_1 | 2 | 0.50 |
| sky130_fd_sc_hd__nand4b_1 | 1 | 0.25 |
| sky130_fd_sc_hd__ha_1 | 9 | 3.2 |
| sky130_fd_sc_hd__nor2_1 | 13 | 1.4 |
| sky130_fd_sc_hd__nand2_1 | 19 | 2.1 |
| sky130_fd_sc_hd__and4_1 | 7 | 1.8 |
| sky130_fd_sc_hd__nor4_4 | 1 | 0.61 |
| sky130_fd_sc_hd__clkbuf_1 | 9 | 0.97 |
| sky130_fd_sc_hd__buf_4 | 1 | 0.22 |
| sky130_fd_sc_hd__nand3_1 | 28 | 4.0 |
| sky130_fd_sc_hd__nor3_1 | 13 | 1.9 |
| sky130_fd_sc_hd__o31ai_1 | 1 | 0.22 |
| sky130_fd_sc_hd__nor4_1 | 24 | 4.3 |
| sky130_fd_sc_hd__and3_1 | 10 | 1.8 |
| sky130_fd_sc_hd__o22ai_1 | 1 | 0.18 |
| sky130_fd_sc_hd__a21boi_0 | 2 | 0.43 |
| sky130_fd_sc_hd__a222oi_1 | 1 | 0.29 |
-- metal layers --
metal	vias up	track usage [%]
li1	1365	-
met1	1223	27.6
met2	39	23.8
met3	9	2.43
met4	0	3.16
met5	-	0
-- kinds of logic (layout without fill, tap and decap cells) --
kind of cell,after synthesis,count (layout),synth area share (%)
buffers and inverters,34,37,4.53
AND-OR/OR-AND,35,35,5.94
flip-flops,73,73,42.0
XOR/XNOR,71,71,17.9
AND/OR/NAND/NOR,158,158,26.4
adder cells (fa/ha/maj),9,9,3.24
-- cell type report --
cell class | instances | area, um2
Tap cell | 105 | 131
Fill cell | 779 | 4500
Sequential cell | 73 | 1460
Clock inverter | 5 | 77.6
Multi-Input combinational cell | 273 | 1860
Clock buffer | 11 | 151
Timing Repair Buffer | 8 | 70.1
Inverter | 13 | 48.8
Power and IR drop assume default switching activity.
