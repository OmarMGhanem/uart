==> /design/flow/design.v <==
module UART_TX 
  (input  wire [7:0] IDATA ,    
   input  wire       IEN ,      
   input  wire       ICLK_50 ,  
   input  wire       ICLKEN ,   
   output reg        OTX ,      
   output wire       OTX_BUSY); 
initial
  begin
   OTX = 1'b1;  
  end
parameter STATE_IDLE = 2'b00;
parameter STATE_START= 2'b01;
parameter STATE_DATA = 2'b10;
parameter STATE_STOP = 2'b11;
reg [7:0] DATA   = 8'h00;
reg [2:0] BITPOS = 3'h0;
reg [1:0] STATE  = STATE_IDLE ;
always @(posedge ICLKEN)
 begin
  case (STATE)
    STATE_IDLE  : begin 
                    if (IEN) 
                       begin 
                          STATE <= STATE_START; 
                          DATA  <= IDATA;
                          BITPOS = 3'h0;
                       end
                  end
    STATE_START : begin 
                    if (ICLKEN) 
                       begin 
                          OTX   <= 1'b0 ;
                          STATE <= STATE_DATA;
                       end
                  end
    STATE_DATA  : begin 
                    if (ICLKEN) 
                       begin 
                          if (BITPOS == 3'h7)
                                 STATE <= STATE_STOP;
                          else
                             BITPOS <= BITPOS + 3'h1;
                             OTX    <= DATA[BITPOS] ; 
                       end
                  end
    STATE_STOP : begin 
                    if (ICLKEN) 
                       begin 
                          OTX <= 1'b1;
                          STATE <= STATE_IDLE;
                       end
                  end
    default    : begin 
                   OTX <= 1'b1;
                   STATE <= STATE_IDLE;
                 end
  endcase
 end
assign OTX_BUSY = (STATE != STATE_IDLE && STATE != STATE_START );
endmodule
==> /design/flow/run.sh <==
#!/bin/bash
# OpenROAD 26Q1-2900-gdf79404cd8, Yosys 0.63+post, stock flow scripts
make -C /OpenROAD-flow-scripts/flow DESIGN_CONFIG=/design/flow/config.mk WORK_HOME=/design/flow/orfs finish
==> /design/flow/config.mk <==
export PLATFORM = sky130hd
export DESIGN_NAME = UART_TX
export DESIGN_NICKNAME = UART_TX
export VERILOG_FILES = /design/flow/design.v
export SDC_FILE = /design/flow/constraint.sdc
export NUM_CORES = 4
export LEC_CHECK = 1
export CORE_AREA = 10 10 70 70
export DIE_AREA = 0 0 80 80
==> /design/flow/constraint.sdc <==
current_design UART_TX

set clk_period 3.7
set clk_io_pct 0.2

create_clock -name clk0 -period $clk_period [get_ports {ICLKEN}]

set non_clock_inputs [all_inputs -no_clocks]
set_input_delay [expr $clk_period * $clk_io_pct] -clock clk0 $non_clock_inputs
set_output_delay [expr $clk_period * $clk_io_pct] -clock clk0 [all_outputs]
==> metrics.log <==
[metrics] run summary
[metrics] status: complete, no violations
[metrics] Chip Width: 80 microns
[metrics] maximum capacitance violations: 0
[metrics] transition time at the pin with the least slew margin: 0.356 ns
[metrics] post-detailed-route DRC marker count: 0
[metrics] Floorplan Core Area: 3420 sq um
[metrics] startpoint types: clock port
[metrics] count of warnings emitted by yosys: 1
[metrics] Area growth, synth to finish: 46.4%
[metrics] number of antenna diodes: 0
[metrics] worst path cell trace: clkbuf_4 -> clkbuf_4 -> clkbuf_4 -> clkbuf_4 -> clkbuf_4 -> nor2_1 -> clkbuf_4 -> clkbuf_4 -> nor3_1 -> clkbuf_4 -> clkbuf_4
[metrics] initial antenna violation count: 0
[metrics] Post-CTS Setup Inserts: 0
[metrics] area after detailed placement: 861 sq um
[metrics] distinct cell type count of the synthesized netlist: 17
[metrics] sequential-to-total area share from yosys stat: 60.6%
[metrics] num rows: 21
[metrics] final std cell area, no fill: 1010 sq um
[metrics] delay of the slowest critical-path stage: 0.14 ns
[metrics] Final WS setup: 0.760 ns
[metrics] yosys synthesis chip area: 693 sq um
[metrics] worst path buffer plus inverter count: 9
[metrics] Worst Setup Slack post-DPL: 1.37 ns
[metrics] area of all sequential standard cells: 420 sq um
[metrics] Crit path required time: 3.87 ns
[metrics] highest fanout seen on the critical path: 2
[metrics] Top-Level Pins: 13
[metrics] estimated wirelength of the detail-placed design: 921 microns
[metrics] number of nets with antenna violations after routing: 0
[metrics] count of endpoints failing hold in the final timing report: 0
[metrics] weighted congestion at the end of routability-driven global placement: 0.758
[metrics] total routed wirelength: 1480 microns
[metrics] worst hold start: ICLKEN
[metrics] number of hold-repair buffers added at the cts stage: 0
[metrics] power density relative to cell area: 904 nW/um^2
[metrics] FF-to-FF setup slack: 1.67 ns
[metrics] clock-pin slew on the worst setup and hold paths: 0.09 ns
[metrics] proportion of layout cells with a drive suffix above 1: 25.9%
[metrics] minimum hold slack: 0.686 ns
[metrics] Design Power: 917 uW
[metrics] family with the most delay on the worst path: buffers and inverters
[metrics] number of instances resized during post-cts repair: 0
[metrics] largest vdd supply drop: 513 uV
[metrics] Setup Skew: 0.0125 ns
[metrics] Avg Cell Area, Syn: 14.4 sq um
[metrics] number of cells traversed by the worst register-to-register path: 9
[metrics] CP Capture Type: register
[metrics] Vert. Die Dim: 80 microns
[metrics] Multiplexer share: 6.14%
[metrics] count of placed standard cells in the final layout, fillers left out: 127
[metrics] Final setup violation count: 0
[metrics] via total after detailed routing: 510
[metrics] Synth Instances: 48
[metrics] post-synthesis simple-gate area fraction: 13.2%
[metrics] overflow left after global routing: 0
[metrics] worst slew slack as a fraction of its limit: 76.3%
[metrics] number of placed cells counting well taps: 105
[metrics] TritonCTS clock tree: built
[metrics] global-route wire length before repair: 2340 microns
[metrics] combined area of the multi-input logic cells: 262 sq um
[metrics] pin count of the biggest net entering global routing: 9
[metrics] core utilization before placement: 20.3%
[metrics] final core utilization: 29.7%
[metrics] Fill cells: 367
[metrics] register bit total from synthesis: 14
[metrics] netlist area before placement: 693 sq um
[metrics] Insertion Delay late pin: 0.38 ns
[metrics] arrival time worst endpoint: 3.11 ns
[metrics] number of cell instances after yosys synthesis: 48
[metrics] aoi share: 2.17%
[metrics] Via-to-Cell Ratio: 4.02
[metrics] cell repeated most along the worst path: sky130_fd_sc_hd__clkbuf_4
[metrics] class of the worst hold path: clk -> reg
[metrics] category of the most critical setup path: clk -> reg
[metrics] critical register-to-register path startpoint: STATE[0]
[metrics] Leak: 0.413 nW
[metrics] count of buffers inserted at the top-level ports: 11
[metrics] detail-routed net length per standard cell: 11.7 microns
[metrics] synthesized-area fraction occupied by xor and xnor cells: 0%
[metrics] slowest stage cell, crit path: sky130_fd_sc_hd__clkbuf_4
[metrics] DIE AREA: 6400 sq um
[metrics] leading cell type in the layout, fill and taps excluded: sky130_fd_sc_hd__clkbuf_4
[metrics] main logic family after synthesis: adder cells
[metrics] number of max-slew violations in the final report: 0
[metrics] reg-to-reg endpoint: STATE[0]
[metrics] violation count after the first detailed-route iteration: 28
[metrics] via count of the first global-routing pass: 641
[metrics] overall global routing resource usage: 4.84%
[metrics] Worst Hold End: OTX
[metrics] total iterations of the first detailed-routing run: 4
[metrics] tool warnings: 34
[metrics] unrepaired setup endpoints after global routing: no
[metrics] number of cells on the worst hold path: 9
[metrics] Top cells excl fill/tap: sky130_fd_sc_hd__clkbuf_4, sky130_fd_sc_hd__edfxtp_1, sky130_fd_sc_hd__clkdlybuf4s50_1, sky130_fd_sc_hd__ha_1, sky130_fd_sc_hd__nor2_1
[metrics] Final TNS setup: 0 ns
[metrics] Crit. path cell count: 11
[metrics] Adder Area Share: 16.2%
[cell families (layout without fill, tap and decap cells)]
kind of cell	after synthesis	after routing
multiplexers	3	3
AND-OR/OR-AND	2	2
flip-flops	14	14
buffers and inverters	3	36
AND/OR/NAND/NOR	17	17
adder cells (fa/ha/maj)	9	9
[cell usage after synthesis, drive strengths merged]
cell | count | area share [%]
nor2 | 4 | 2.2
nor4 | 1 | 0.90
nand3 | 1 | 0.72
mux2i | 2 | 2.9
nand2 | 1 | 0.54
or2 | 2 | 1.8
edfxtp | 14 | 61
and2 | 3 | 2.7
nor2b | 2 | 1.8
nand3b | 1 | 1.1
mux4 | 1 | 3.2
ha | 9 | 16
a41o | 1 | 1.4
nor3 | 2 | 1.4
inv | 3 | 1.6
o21ai | 1 | 0.72
[final cells by class]
cell class,instances,area share [%]
Clock inverter,1,0.370
Tap cell,46,5.67
Clock buffer,21,14.8
Multi-Input combinational cell,31,25.8
Timing Repair Buffer,11,10.9
Inverter,3,1.11
Sequential cell,14,41.4
[registers in the layout, summed over array words and instances (netlist names)]
register  flops
STATE         2
DATA          8
OTX           1
BITPOS        3
[layer usage]
metal	track usage (%)	part of all wire [%]	wire, microns	vias up
met4	3.35	0.81	12	0
met1	4.78	45	664	239
met5	0	0	0	-
met3	5.45	12	172	2
li1	-	-	-	239
met2	5.62	43	631	30
[tightest hold or removal path, cell delays in order]
cell and delay [ns]:
sky130_fd_sc_hd__clkbuf_4 0.10, sky130_fd_sc_hd__clkbuf_4 0.11, sky130_fd_sc_hd__clkbuf_4 0.11, sky130_fd_sc_hd__clkbuf_4 0.12
sky130_fd_sc_hd__clkbuf_4 0.11, sky130_fd_sc_hd__nor2_1 0.04, sky130_fd_sc_hd__clkbuf_4 0.13, sky130_fd_sc_hd__clkbuf_4 0.13
sky130_fd_sc_hd__nor2_1 0.10
[where the power goes]
part	switching (mW)	internal, mW	total (mW)
sequential	0.0420	0.261	0.303
clock	0.142	0.257	0.400
combinational	0.0989	0.115	0.214
total	0.283	0.634	0.917
[worst max path at each step]
stage | start | end | slack, ns
CTS | ICLKEN | STATE[0] | 0.73
global route | ICLKEN | STATE[0] | 0.68
finish | ICLKEN | STATE[0] | 0.76
Power is estimated from default activity; no workload was simulated.
